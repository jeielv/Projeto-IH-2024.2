==> /design/flow/config.mk <==
export PLATFORM = sky130hd
export DESIGN_NAME = mux_7_32b
export DESIGN_NICKNAME = mux_7_32b
export VERILOG_FILES = /design/flow/design.v
export SDC_FILE = /design/flow/constraint.sdc
export NUM_CORES = 4
export LEC_CHECK = 1
export CORE_AREA = 10 10 109 109
export DIE_AREA = 0 0 119 119
==> /design/flow/constraint.sdc <==
current_design mux_7_32b

set clk_period 4.6
set clk_io_pct 0.2

create_clock -name clk0 -period $clk_period

set non_clock_inputs [all_inputs -no_clocks]
set_input_delay [expr $clk_period * $clk_io_pct] -clock clk0 $non_clock_inputs
set_output_delay [expr $clk_period * $clk_io_pct] -clock clk0 [all_outputs]
==> /design/flow/design.v <==
module mux_7_32b(
    input wire [2:0] selector,
    input wire [31:0] in_0,
    input wire [31:0] in_1,
    input wire [31:0] in_2,
    input wire [31:0] in_3,
    input wire [31:0] in_4,
    input wire [31:0] in_5 ,
    input wire [31:0] in_6 ,
    output wire [31:0] out
);
    assign out = (selector[2] ? ((selector[1] ? (selector[0] ? {32{1'b0}} : in_6) : (selector[0] ? in_5 : in_4))) : ((selector[1] ? (selector[0] ? in_3 : in_2) : (selector[0] ? in_1 : in_0))));
endmodule
==> /design/flow/run.sh <==
#!/bin/bash
# OpenROAD 26Q1-2900-gdf79404cd8, Yosys 0.63+post, stock flow scripts
make -C /OpenROAD-flow-scripts/flow DESIGN_CONFIG=/design/flow/config.mk WORK_HOME=/design/flow/orfs finish
==> metrics.csv <==
metric;value;unit
status;finished clean;
num-clock-buffers;0;
cts_setup_buffers;0;
wl;12300;um
syn_inst;257;
final_max_slew_viol_count;0;
io_pins;259;
cts_resized;0;
area_leaders;mux2i_1 (47%), a22o_1 (14%), a31oi_1 (9.8%);
common_cells;mux2i_1 (96), a22o_1 (32), a31oi_1 (32), nand2_1 (32), or2_1 (30);
flops;0;
critPathMaxFanout;57;
min_path_cells;4;
slew_headroom;41.8;%
holdPathEnd;out[11];
intPower;0.000298;W
antenna_cells;0;
grt_util_met2;28.8;%
rsz0062_at_grt;no;
top_cell_area_share;47.2;%
fin_setup_tns;0;ps
irDropWorstVdd;63.3;uV
core;9640;um2
grt_usage;16.3;%
min_path_type;primary input to output pin;
yosysTopAreaCell;mux2i_1;
clock_power_share;0;%
firstDrtPassIters;4;
syn_area;2040;um2
area.sequential;0;um2
portBuffers;259;
yosysCellCount;257;
yosysWarnings;0;
initCoreUtil;21.1;%
drive_gt1_share;2.43;%
gr-total-overflow;0;
finalHoldViolCount;0;
post-route-min-period;3920;ps
crit_type;primary input to output pin;
grt_pass1_wl;18500;um
p_sw_share;29.3;%
via_per_inst;4.62;
wl_per_cell;19.7;um
grt_max_degree;58;
top_usage_layer;met2;
rows;36;
startpoint_type;primary input;
detail-route-antenna-nets;0;
holdWs;2760;ps
finalCritPeriodShare;85.3;%
synth_cell_types;16;
die_area;14200;um2
setup_viol;0;
fmax;255;MHz
antenna_found_initial;0;
post-dp-hpwl;10300;um
cts_hold_buffers;0;
gp_congestion;0.858;
hp-start;in_5[11];
drc;0;
drt-initial-drc-count;101;
end_kind;output pin;
switchingPower;0.000124;W
power_density;91.6;nW/um2
dieWidth;119;um
leakagePower;1.89;nW
p_seq_share;0;%
crit_required;3680;ps
arrival;3000;ps
synth_seq_share;0;%
cap_violations;0;
warning_count;32;
grt_util_met1;18.9;%
top_cell;mux2i_1;
pwr-share-comb;100.0;%
tightest_slew;871;ps
num_vias;2891;
avgSynthCellArea;7.93;um2
use_met3;6.62;%
yosysChipArea;2040;um2
area_growth;126;%
grt_pass1_vias;3114;
die_h;119;um
[power by group through the flow]
stage | sequential (W) | clock, W | combinational [W]
4_1_cts | 0 | 0 | 0.000428
5_1_grt | 0 | 0 | 0.000457
6_report | 0 | 0 | 0.000422
[layer usage]
metal,part of all wire [%],vias to the layer above
met1,41,1299
met2,49,150
met4,0.28,0
met3,9.9,2
li1,-,1440
met5,0,-
[cell families after synthesis]
group | Yosys count | synth area share [%]
AND-OR/OR-AND | 64 | 23.6
buffers and inverters | 30 | 12.2
multiplexers | 96 | 47.2
AND/OR/NAND/NOR | 67 | 17.0
[critical path, stage by stage]
cell,delay [ps]
buf_4,600
buf_12,320
mux2i_1,110
a22o_1,230
a31oi_1,210
clkdlybuf4s50_1,520
[placed cells by master (no fill, tap or decap), drive strengths merged]
cell type	netlist	final
a31oi	32	32
nor2b	2	2
or2	32	32
mux2i	96	96
a22o	32	32
clkdlybuf4s50	0	257
nand2	32	32
nor2	1	1
buf	22	9
[final cells by class]
class                      count  area [um2]
fill                         988        5030
tap                          133         166
timing repair buffer         266        2650
multi-input combinational    227        1800
[worst max path at each step]
| stage | startpoint | cells past startpoint | slack [ps] | end |
|---|---|---|---|---|
| CTS | selector[0] | 6 | 660 | out[26] |
| global route | selector[0] | 6 | 570 | out[17] |
| finish | selector[0] | 6 | 680 | out[26] |
[metrics by stage]
| stage | utilization (%) | total power (W) | cells | area, um2 | setup slack, ps |
|---|---|---|---|---|---|
| after floorplan | - | 0.000150 | 257 | 2040 | 1990 |
| after global placement | 47.8 | 0.000425 | 626 | 4610 | 714 |
| after detailed placement | 47.8 | 0.000426 | 626 | 4610 | 685 |
| after CTS | 47.8 | 0.000428 | 626 | 4610 | 664 |
| after global routing | 47.8 | 0.000457 | 626 | 4610 | 566 |
| final | 47.8 | 0.000422 | 626 | 4610 | 678 |
Power and IR drop assume default switching activity.
